`flow/run.sh`:
```
#!/bin/bash
# OpenROAD 26Q1-2900-gdf79404cd8, Yosys 0.63+post, stock flow scripts
make -C /OpenROAD-flow-scripts/flow DESIGN_CONFIG=/design/flow/config.mk WORK_HOME=/design/flow/orfs finish
```
`flow/config.mk`:
```
export PLATFORM = sky130hd
export DESIGN_NAME = decode_unit
export DESIGN_NICKNAME = decode_unit
export VERILOG_FILES = /design/flow/design.v
export SDC_FILE = /design/flow/constraint.sdc
export NUM_CORES = 4
export LEC_CHECK = 1
export CORE_AREA = 10 10 70 70
export DIE_AREA = 0 0 80 80
```
`flow/constraint.sdc`:
```
current_design decode_unit

set clk_period 1.9
set clk_io_pct 0.2

create_clock -name clk0 -period $clk_period [get_ports {clk}]

set non_clock_inputs [all_inputs -no_clocks]
set_input_delay [expr $clk_period * $clk_io_pct] -clock clk0 $non_clock_inputs
set_output_delay [expr $clk_period * $clk_io_pct] -clock clk0 [all_outputs]
```
`flow/design.v`:
```
`timescale 1ns / 1ps
module decode_unit(clk,INS,instruction_type,r1,r2,rd);
input clk;
input [15:0] INS;
output reg [1:0] instruction_type;
output reg [15:0]	r1,r2;
output reg [2:0] rd;
reg [2:0] func3;
reg [3:0] opcode; 
reg [15:0] reg_bank [7:0];
initial begin
	reg_bank[3'b000] = 15'd1;
	reg_bank[3'b001] = 15'd2;
	reg_bank[3'b010] = 15'd3;
	reg_bank[3'b011] = 15'd4;
	reg_bank[3'b100] = 15'd5;
	reg_bank[3'b101] = 15'd6;
	reg_bank[3'b110] = 15'd7;
	reg_bank[3'b111] = 15'd8;
end
always@(posedge clk)
begin
	opcode <= INS[3:0];
	if (opcode == 4'b0001)
		r1 <= reg_bank[INS[12:10]];
	else
		r1 <= {12'b0,INS[12:10]};
	r2 <= reg_bank[INS[9:7]];
	rd <= INS[6:4];
	func3 <= INS[15:13];
	if (func3 == 3'b0)
		instruction_type <= 2'b0;
	else if(func3 == 3'b001)
		instruction_type <= 2'b01;
	else if(func3 == 3'b010) 
		instruction_type <= 2'b10;
	else if(func3 == 3'b011) 
		instruction_type <= 2'b11;
end
endmodule
```
==> results.py <==
# Generated from Yosys and OpenROAD reports
metrics = {
    "final_timing": {
        "hold_violations": 0,
        "drv_slew": 0,
        "fmax_ghz": 0.685,
        "grt_setup_unrepaired": "no",
        "timing.final.setup_violations": 0,
        "fin_crit_sh_pct": 76.8,
        "fin_ws_ns": 0.440,
        "skew_ns": 0.00240,
        "fin_crit_ns": 1.46,
        "final.setup.tns_ns": 0,
    },
    "placement": {
        "dp_hpwl_um": 1290,
        "dp.cells": 135,
        "pre_cts_ws_ns": 0.353,
        "portBuffers": 29,
        "finalWeightedCongestion": 0.642,
    },
    "global_routing": {
        "grt_overflow": 0,
        "grt_pass1_wl_um": 2120,
        "antenna_found_initial": 0,
        "grt_max_degree": 11,
        "grt_pass1_vias": 454,
        "globalRouteTotalUtil_pct": 4.20,
    },
    "die": {
        "die_h_um": 80,
        "fp_util_pct": 21.9,
        "rows": 21,
        "core_um2": 3420,
        "die_w_um": 80,
        "ios": 54,
        "chip_area_um2": 6400,
    },
    "setup_path": {
        "cp.required_ns": 1.52,
        "path_delay_family": "buffers and inverters",
        "endpoint_kind": "primary output",
        "reg2reg_depth": 2,
        "start_kind": "flop",
        "worstReg2RegStart": "opcode[1]$_DFF_P_",
        "critical_path_class": "reg -> out",
        "cp_max_fo": 2,
        "cp_slowest_cell": "clkdlybuf4s50_1",
        "cpPeakStageDelay_ns": 0.46,
        "reg2reg_slack_ns": 0.71,
        "cp_num_buf_inv": 1,
        "r2r-end": "r1[1]$_DFF_P_",
        "worstPathArrival_ns": 1.08,
        "crit_chain": "clkdlybuf4s50_1",
    },
    "routing": {
        "drc": 0,
        "diodes": 0,
        "avgRoutedWirePerCell_um": 10.1,
        "drt_iter0_drc": 6,
        "avgViaCountPerCell": 3.09,
        "vias": 427,
        "postRouteAntennaNets": 0,
        "firstDrtPassIters": 2,
        "wl_um": 1400,
    },
    "logic_synthesis": {
        "common_cells": "buf_4 (24), dfxtp_1 (20), ha_1 (4)",
        "top_area_cell": "dfxtp_1",
        "ys_cells": 62,
        "synth_flops": 20,
        "synth_cell_types": 15,
        "synth.avg_cell_area_um2": 12.1,
        "ff_type": "dfxtp_1",
        "edf_count": 0,
        "ys_async_sr_fraction_pct": 0,
        "ys_area_um2": 748,
        "area_leaders": "dfxtp_1 (54%), buf_4 (24%), ha_1 (6.7%)",
        "top_area_share_pct": 53.5,
        "yosys_warnings": 1,
        "ys_seq_share_pct": 53.5,
        "most_common_cell": "buf_4",
        "syn_inst": 62,
        "synth_area_um2": 748,
    },
    "clock_tree": {
        "clock_latency_ns": 0.28,
        "htreeDepth": 1,
        "clk_path_buf_depth": 2,
        "post_cts_resized": 0,
        "hold_buffers": 0,
        "cts_root_buffer": "clkbuf_4",
        "clkTransAtPathRegs_ns": 0.09,
        "cts_buffers": 3,
        "cts_tree": "done",
        "cts_sinks": 20,
        "postCtsSetupBuffers": 0,
    },
    "run_status": {
        "status": "complete, no violations",
    },
    "worst_hold_path": {
        "holdCritStartpoint": "func3[0]$_DFF_P_",
        "hold_depth": 1,
        "worstHoldEndpoint": "instruction_type[0]$_SDFFE_PN0P_",
        "hp-class": "reg -> reg",
    },
    "power_and_ir_drop": {
        "total_power_uw": 724,
        "leakage_nw": 0.452,
        "peakVddDrop_mv": 0.282,
        "p_per_area_nw_per_um2": 709,
    },
    "flow_run": {
        "warning_count": 27,
        "drv_cap": 0,
    },
    "finish": {
        "layout-drive-gt1-share_pct": 8.70,
        "fin_cells": 138,
        "syn2layout_area_growth_pct": 36.5,
    },
}
-- per-stage QoR --
step | hold WS, ns | instance area [um^2] | utilization (%)
finish | 0.465 | 1020 | 29.9
global route | 0.496 | 1020 | 29.9
CTS | 0.472 | 1020 | 29.9
detailed placement | 0.447 | 998 | 29.2
global placement | 0.444 | 998 | 29.2
floorplan | 0.408 | 835 | -
-- layout by cell type (no fill, tap or decap), drive strengths merged --
cell type	count
ha	4
clkdlybuf4s50	29
nor2	1
xor2	1
nor4b	1
mux2	3
a31oi	1
inv	1
and4	1
a21oi	2
clkbuf	3
and3	1
dfxtp	20
conb	24
-- cell families (layout without fill, tap and decap cells) --
kind of cell	after synthesis	after routing	synth area share, %
other cells	1	24	0.501
flops	20	20	53.5
buf+inv	26	33	25.1
mux	3	3	5.02
xor+xnor	1	1	1.17
fa+ha+maj	4	4	6.69
simple gates	4	4	5.85
compound gates	3	3	2.17
-- power by group --
group          leakage (nW)  switching [mW]  internal, mW  total (mW)
clock network        0.0138           0.107        0.0734       0.180
logic                 0.270          0.0197        0.0690      0.0887
registers             0.168         0.00906         0.445       0.454
total                 0.452           0.136         0.588       0.724
-- area by class of cell --
class	count	area, um^2
clock buffers	3	22.5
fillers	360	2390
inverters	1	3.75
multi-input cells	39	246
flip-flops and latches	20	400
well taps	46	57.6
repair buffers	29	290
-- flip-flops by register name, indices dropped and copies added, names as in the netlist --
register,cells
func3,3
opcode,4
r1,4
r2,4
rd,3
instruction_type,2
-- how the worst max path moves through the flow --
stage	start	endpoint	depth (start not counted)	slack, ns
5_1_grt	instruction_type[1]$_SDFFE_PP0P_	instruction_type[1]	1	0.34
4_1_cts	instruction_type[1]$_SDFFE_PP0P_	instruction_type[1]	1	0.41
6_report	instruction_type[1]$_SDFFE_PP0P_	instruction_type[1]	1	0.44
-- layer usage --
metal	track usage, %	wire, um
met2	7.46	728
met4	0.176	0
met3	3.18	189
met1	3.95	479
met5	0	0
Power and IR drop assume default switching activity.
